`/design/flow/config.mk`:
```
export PLATFORM = sky130hd
export DESIGN_NAME = Lab3CA_toplevel
export DESIGN_NICKNAME = Lab3CA_toplevel
export VERILOG_FILES = /design/flow/design.v
export SDC_FILE = /design/flow/constraint.sdc
export NUM_CORES = 4
export LEC_CHECK = 1
export CORE_UTILIZATION = 30
```
`/design/flow/constraint.sdc`:
```
current_design Lab3CA_toplevel

set clk_period 18.8
set clk_io_pct 0.2

create_clock -name clk0 -period $clk_period [get_ports {clk}]

set non_clock_inputs [all_inputs -no_clocks]
set_input_delay [expr $clk_period * $clk_io_pct] -clock clk0 $non_clock_inputs
set_output_delay [expr $clk_period * $clk_io_pct] -clock clk0 [all_outputs]
```
`/design/flow/design.v`:
```
module Lab3CA_toplevel(Dc, write, rs1, rs2, rd, clk, reset, Da, Db);
input [31:0] Dc;
input write, clk, reset;
input [4:0] rs1, rs2, rd;
output wire [31:0] Da, Db;
wire [31:0] X;
wire [31:0] load;
wire [31:0] reg0,reg1,reg2,reg3,reg4,reg5,reg6,reg7,reg8,reg9,reg10,reg11,reg12,reg13,reg14,reg15,reg16,reg17,reg18,reg19,reg20,reg21,reg22,reg23,reg24,reg25,reg26,reg27,reg28,reg29,reg30, reg31;
Decoder start(rd[4:0], X[31:0]);
assign load[0] = X[0] & write;
assign load[1] = X[1] & write;
assign load[2] = X[2] & write;
assign load[3] = X[3] & write;
assign load[4] = X[4] & write;
assign load[5] = X[5] & write;
assign load[6] = X[6] & write;
assign load[7] = X[7] & write;
assign load[8] = X[8] & write;
assign load[9] = X[9] & write;
assign load[10] = X[10] & write;
assign load[11] = X[11] & write;
assign load[12] = X[12] & write;
assign load[13] = X[13] & write;
assign load[14] = X[14] & write;
assign load[15] = X[15] & write;
assign load[16] = X[16] & write;
assign load[17] = X[17] & write;
assign load[18] = X[18] & write;
assign load[19] = X[19] & write;
assign load[20] = X[20] & write;
assign load[21] = X[21] & write;
assign load[22] = X[22] & write;
assign load[23] = X[23] & write;
assign load[24] = X[24] & write;
assign load[25] = X[25] & write;
assign load[26] = X[26] & write;
assign load[27] = X[27] & write;
assign load[28] = X[28] & write;
assign load[29] = X[29] & write;
assign load[30] = X[30] & write;
assign load[31] = X[31] & write;
Register one(Dc[31:0], load[0], clk, reset, reg0);
Register two(Dc[31:0], load[1], clk, reset, reg1);
Register three(Dc[31:0], load[2], clk, reset, reg2);
Register four(Dc[31:0], load[3], clk, reset, reg3);
Register five(Dc[31:0], load[4], clk, reset, reg4);
Register six(Dc[31:0], load[5], clk, reset, reg5);
Register seven(Dc[31:0], load[6], clk, reset, reg6);
Register eight(Dc[31:0], load[7], clk, reset, reg7);
Register nine(Dc[31:0], load[8], clk, reset, reg8);
Register ten(Dc[31:0], load[9], clk, reset, reg9);
Register eleven(Dc[31:0], load[10], clk, reset, reg10);
Register twelve(Dc[31:0], load[11], clk, reset, reg11);
Register thirteen(Dc[31:0], load[12], clk, reset, reg12);
Register fourteen(Dc[31:0], load[13], clk, reset, reg13);
Register fifteen(Dc[31:0], load[14], clk, reset, reg14);
Register sixteen(Dc[31:0], load[15], clk, reset, reg15);
Register seventeen(Dc[31:0], load[16], clk, reset, reg16);
Register eighteen(Dc[31:0], load[17], clk, reset, reg17);
Register nineteen(Dc[31:0], load[18], clk, reset, reg18);
Register twenty(Dc[31:0], load[19], clk, reset, reg19);
Register twentyone(Dc[31:0], load[20], clk, reset, reg20);
Register twentytwo(Dc[31:0], load[21], clk, reset, reg21);
Register twentythree(Dc[31:0], load[22], clk, reset, reg22);
Register twentyfour(Dc[31:0], load[23], clk, reset, reg23);
Register twentyfive(Dc[31:0], load[24], clk, reset, reg24);
Register twentysix(Dc[31:0], load[25], clk, reset, reg25);
Register twentyseven(Dc[31:0], load[26], clk, reset, reg26);
Register twentyeight(Dc[31:0], load[27], clk, reset, reg27);
Register twentynine(Dc[31:0], load[28], clk, reset, reg28);
Register thirty(Dc[31:0], load[29], clk, reset, reg29);
Register thirtyone(Dc[31:0], load[30], clk, reset, reg30);
Register thirtytwo(Dc[31:0], load[31], clk, reset, reg31);
Mux_A A(reg0,reg1,reg2,reg3,reg4,reg5,reg6,reg7,reg8,reg9,
reg10,reg11,reg12,reg13,reg14,reg15,reg16,reg17,reg18,reg19,
reg20,reg21,reg22,reg23,reg24,reg25,reg26,reg27,reg28,reg29,
reg30,reg31,rs1[4:0], Da[31:0]);
Mux_A B(reg0,reg1,reg2,reg3,reg4,reg5,reg6,reg7,reg8,reg9,
reg10,reg11,reg12,reg13,reg14,reg15,reg16,reg17,reg18,reg19,
reg20,reg21,reg22,reg23,reg24,reg25,reg26,reg27,reg28,reg29,
reg30,reg31,rs2[4:0], Db[31:0]);
endmodule
module Register(Din, load, clk, reset, Dout);
input [31:0] Din;
input load, clk, reset;
output reg [31:0] Dout;
always @(posedge clk)
begin
	if (reset == 1)
		Dout[31:0] = 32'b00000000000000000000000000000000;
	else if (reset == 0 & load == 1)
		Dout[31:0] = Din[31:0];
	else
		Dout[31:0] = Dout[31:0];
end
endmodule
module Decoder(select, dout);
input [4:0] select;
output [31:0] dout;
assign dout[0] = ~select[4] & ~select[3] & ~select[2] & ~select[1] & ~select[0];
assign dout[1] = ~select[4] & ~select[3] & ~select[2] & ~select[1] & select[0];
assign dout[2] = ~select[4] & ~select[3] & ~select[2] & select[1] & ~select[0];
assign dout[3] = ~select[4] & ~select[3] & ~select[2] & select[1] & select[0];
assign dout[4] = ~select[4] & ~select[3] & select[2] & ~select[1] & ~select[0];
assign dout[5] = ~select[4] & ~select[3] & select[2] & ~select[1] & select[0];
assign dout[6] = ~select[4] & ~select[3] & select[2] & select[1] & ~select[0];
assign dout[7] = ~select[4] & ~select[3] & select[2] & select[1] & select[0];
assign dout[8] = ~select[4] & select[3] & ~select[2] & ~select[1] & ~select[0];
assign dout[9] = ~select[4] & select[3] & ~select[2] & ~select[1] & select[0];
assign dout[10] = ~select[4] & select[3] & ~select[2] & select[1] & ~select[0];
assign dout[11] = ~select[4] & select[3] & ~select[2] & select[1] & select[0];
assign dout[12] = ~select[4] & select[3] & select[2] & ~select[1] & ~select[0];
assign dout[13] = ~select[4] & select[3] & select[2] & ~select[1] & select[0];
assign dout[14] = ~select[4] & select[3] & select[2] & select[1] & ~select[0];
assign dout[15] = ~select[4] & select[3] & select[2] & select[1] & select[0];
assign dout[16] = select[4] & ~select[3] & ~select[2] & ~select[1] & ~select[0];
assign dout[17] = select[4] & ~select[3] & ~select[2] & ~select[1] & select[0];
assign dout[18] = select[4] & ~select[3] & ~select[2] & select[1] & ~select[0];
assign dout[19] = select[4] & ~select[3] & ~select[2] & select[1] & select[0];
assign dout[20] = select[4] & ~select[3] & select[2] & ~select[1] & ~select[0];
assign dout[21] = select[4] & ~select[3] & select[2] & ~select[1] & select[0];
assign dout[22] = select[4] & ~select[3] & select[2] & select[1] & ~select[0];
assign dout[23] = select[4] & ~select[3] & select[2] & select[1] & select[0];
assign dout[24] = select[4] & select[3] & ~select[2] & ~select[1] & ~select[0];
assign dout[25] = select[4] & select[3] & ~select[2] & ~select[1] & select[0];
assign dout[26] = select[4] & select[3] & ~select[2] & select[1] & ~select[0];
assign dout[27] = select[4] & select[3] & ~select[2] & select[1] & select[0];
assign dout[28] = select[4] & select[3] & select[2] & ~select[1] & ~select[0];
assign dout[29] = select[4] & select[3] & select[2] & ~select[1] & select[0];
assign dout[30] = select[4] & select[3] & select[2] & select[1] & ~select[0];
assign dout[31] = select[4] & select[3] & select[2] & select[1] & select[0];
endmodule 
module Mux_A(reg0,reg1,reg2,reg3,reg4,reg5,reg6,reg7,reg8,reg9,reg10,reg11,reg12,
reg13,reg14,reg15,reg16,reg17,reg18,reg19,reg20,reg21,reg22,reg23,reg24,reg25,reg26,
reg27,reg28,reg29,reg30,reg31,s, Mux_out_A);
input [31:0] reg0,reg1,reg2,reg3,reg4,reg5,reg6,reg7,reg8,reg9,reg10,reg11,reg12,
reg13,reg14,reg15,reg16,reg17,reg18,reg19,reg20,reg21,reg22,reg23,reg24,reg25,reg26,
reg27,reg28,reg29,reg30,reg31;
input [4:0] s;
output reg [31:0] Mux_out_A;
always @(*) begin
	case(s) 
	5'b00000: Mux_out_A = reg0;
	5'b00001: Mux_out_A = reg1;
	5'b00010: Mux_out_A = reg2;
	5'b00011: Mux_out_A = reg3;
	5'b00100: Mux_out_A = reg4;
	5'b00101: Mux_out_A = reg5;
	5'b00110: Mux_out_A = reg6;
	5'b00111: Mux_out_A = reg7;
	5'b01000: Mux_out_A = reg8; 
	5'b01001: Mux_out_A = reg9;
	5'b01010: Mux_out_A = reg10;
	5'b01011: Mux_out_A = reg11;
	5'b01100: Mux_out_A = reg12;
	5'b01101: Mux_out_A = reg13;
	5'b01110: Mux_out_A = reg14;
	5'b01111: Mux_out_A = reg15;
	5'b10000: Mux_out_A = reg16;
	5'b10001: Mux_out_A = reg17;
	5'b10010: Mux_out_A = reg18;
	5'b10011: Mux_out_A = reg19;
	5'b10100: Mux_out_A = reg20;
	5'b10101: Mux_out_A = reg21;
	5'b10110: Mux_out_A = reg22;
	5'b10111: Mux_out_A = reg23;
	5'b11000: Mux_out_A = reg24;
	5'b11001: Mux_out_A = reg25;
	5'b11010: Mux_out_A = reg26;
	5'b11011: Mux_out_A = reg27;
	5'b11100: Mux_out_A = reg28;
	5'b11101: Mux_out_A = reg29;
	5'b11110: Mux_out_A = reg30;
	5'b11111: Mux_out_A = reg31;
	endcase
	end
	endmodule
```
`/design/flow/run.sh`:
```
#!/bin/bash
# OpenROAD 26Q1-2900-gdf79404cd8, Yosys 0.63+post, stock flow scripts
make -C /OpenROAD-flow-scripts/flow DESIGN_CONFIG=/design/flow/config.mk WORK_HOME=/design/flow/orfs finish
```
==> Slide: Implementation Results <==
Implementation Results

Outcome
  • Status: finished clean

Routing
  • Final ANT Viol Nets: 0
  • Drt via density: 6.75
  • Vias: 59400
  • 1st-iter DRT viols: between 9000 and 10000
  • Drt pass-1 iters: 10
  • Avg WL per Cell: 41.9 um
  • Final WL: about 370 mm
  • Remaining DRCs: 0

Clock network
  • TritonCTS clock tree: yes
  • Clk ins delay skew pair: around 0.78 ns
  • Htree depth: 3
  • Hold Buf Count CTS: 0
  • Root buf cell: clkbuf_16
  • CTS Sinks: 1024
  • Post-CTS setup buffers: 0
  • Cts bufs inserted: 116
  • Cts repair resizes: 0
  • Clk buf depth: 3
  • CTS clk-pin slew, worst paths: about 0.060 ns

Synth
  • Synth Instances: 6643
  • Cell taking the most area after synthesis: dfxtp_1
  • Number of enable flip-flop cells: 0
  • Synth flops: 1024
  • Cell with the most instances after synthesis: nand2_1
  • YS chip area: roughly 49000 um2
  • Most frequent cells after synthesis: nand2_1, a21oi_1, dfxtp_1
  • Max-area cell share: 42.2%
  • Synth Flop Type: dfxtp_1
  • Async set-reset flop share out of synthesis: 0%
  • Top cells, area: dfxtp_1, nand2_1, a21oi_1
  • Ys Warns: 2
  • Sequential cell area fraction in the yosys report: 42.2%
  • Cell total in the yosys stat output: around 6600
  • Unique cell types: 68
  • Syn_area_per_cell: ~7.3 um2
  • Post-Synthesis Cell Area: 48600 um2

Global route
  • Global-route wire length before repair: 486 mm
  • Gr ovfl total: 0
  • Total Routing Usage GR: 45.4%
  • Pin count of the biggest net entering global routing: 141
  • Initial antenna violation count: 45
  • Vias in the first global route: 53500

Setup path
  • Crit path launch type: input port
  • Critical setup path kind: in2out
  • Worst R2R Setup Slack: between 15 and 20 ns
  • CP required: 15.04 ns
  • Worst Setup End Kind: primary output
  • Critical Path Fanout Max: 29
  • CP startpoint: rs1[1]
  • CP arrival: approximately 8.6 ns
  • Worst R2R Start: five.Dout[25]

Pwr
  • Clock share of power: 49.5%
  • Internal power: 3.65 mW
  • Max VDD drop: 77.5 uV
  • Power Density: 88.0 nW/um2
  • Net Sw Power: ~1.3 mW
  • P_leak: 17.8 nW
  • Total power: 4.99 mW
  • Logic pwr share: 6.6%
  • Seq pwr share: 43.9%
  • Switching Fraction: 26.8%

STA
  • Final Slew Violations: 0
  • Worst-Margin Slew: 1.24 ns
  • Post-route setup TNS: 0 ns
  • Cycle use final: approximately two thirds
  • Final setup viols: 0
  • Fmax: 81.0 MHz
  • Unrepaired setup endpoints after global routing: false
  • Setup Skew: 0 ns
  • Period minus WS final: 12.34 ns
  • Min Hold Slack: about 0.47 ns
  • Final Hold Fails: 0
  • Worst relative slew slack: 17.6%

Job
  • Count of tool warnings: 31
  • Maxcap violations: 0

Finish
  • Final instance area: 56700 um2
  • Ratio of cells with drive above 1 in the final layout: 9.86%
  • Syn-to-layout area delta: 16.7%
  • Layout Utilization: 35.3%

Place
  • GP Congestion: 1.11
  • Buffers on Ports: 113
  • Placed cell area: approximately 53000 um2
  • Post-DP HPWL: 229 mm

Die
  • Chip height: 404 um
  • FP Util: 30.2%
  • Die width: 404 um
  • Cell Rows: approximately 150
  • Chip area: around 160000 um2
  • Core area: 161000 um2
  • # IOs: 114

Worst hold path
  • Class of the worst hold path: reg2reg
  • Hold_sp: thirteen.Dout[19]
-- area by class of cell --
type | count | area, um2
flip-flops and latches | 1024 | 20500
diodes | 38 | 95.1
repair buffers | 392 | 3210
clock inverters | 59 | 771
inverters | 7 | 26.3
fillers | 16500 | 104000
clock buffers | 155 | 3240
multi-input cells | 4975 | 26100
well taps | 2160 | 2700
-- worst max-delay path, cell delays in order --
cell	delay, ns
buf_2	0.52
buf_4	0.55
or3b_1	0.64
nor2_4	0.76
buf_4	0.58
a22oi_1	0.16
nand2_1	0.10
a221oi_1	0.07
a31oi_1	0.75
clkdlybuf4s50_1	0.61
-- worst paths after layout --
kind              cells past startpoint                end
setup / recovery                     10             Da[25]
hold / removal                        2  thirteen.Dout[19]
setup reg to reg                      2      five.Dout[25]
hold reg to reg                       2  thirteen.Dout[19]
-- cell usage in the layout, fill, tap and decap left out, types with 38 or more instances in the layout --
| master | n |
|---|---|
| a221oi_1 | 56 |
| clkbuf_16 | 117 |
| dfxtp_1 | 1024 |
| nand4_1 | 101 |
| nor3_1 | 44 |
| o21ai_0 | 38 |
| nor2_1 | 103 |
| diode_2 | 38 |
| nand3_1 | 44 |
| a21oi_1 | 1097 |
| a22oi_1 | 714 |
| nand2_1 | 2228 |
| clkdlybuf4s50_1 | 105 |
| nor2_4 | 90 |
| a22o_1 | 70 |
| buf_4 | 278 |
-- stage by stage --
step / cells / setup slack [ns]
after global placement: 8558 / 6.86
after CTS: 8772 / 6.84
after floorplan: 6643 / 9.68
after global routing: 8774 / 6.71
after detailed placement: 8558 / 6.85
final: 8810 / 6.46
-- metal layers --
layer	wire [um]	vias to the layer above	GRT usage, %
met4	35100	46	33.4
met1	131000	28500	56.1
met5	630	-	2.32
met3	60100	1970	24.7
li1	-	23100	-
met2	142000	5757	59.0
-- cells by family (layout without fill, tap and decap cells) --
logic type,after synthesis,count (layout),synth area share [%]
buffers and inverters,644,613,5.52
other,0,38,0
AND/OR/NAND/NOR,2804,2804,23.6
flip-flops,1024,1024,42.2
multiplexers,53,53,1.15
AND-OR/OR-AND,2118,2118,27.5
-- power groups by stage --
stage | combinational [mW] | clock [mW] | sequential [mW]
5_1_grt | 0.318 | 2.54 | 2.19
6_report | 0.330 | 2.47 | 2.19
4_1_cts | 0.303 | 2.46 | 2.19
Power figures rest on the tool's default switching activity, not on a simulated workload.
